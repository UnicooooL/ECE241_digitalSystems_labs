==> flow/design.v <==
module hex_decoder(c, display);
	input [3:0] c;
	output [6:0] display;
	wire w0, w1, w2, w3, w4, w5, w6, w7, w8, w9, w10, w11, w12, w13, w14, w15;
	assign w0 = !c[3] & !c[2] & !c[1] & !c[0];
	assign w1 = !c[3] & !c[2] & !c[1] & c[0];
	assign w2 = !c[3] & !c[2] & c[1] & !c[0];
	assign w3 = !c[3] & !c[2] & c[1] & c[0];
	assign w4 = !c[3] & c[2] & !c[1] & !c[0];
	assign w5 = !c[3] & c[2] & !c[1] & c[0];
	assign w6 = !c[3] & c[2] & c[1] & !c[0];
	assign w7 = !c[3] & c[2] & c[1] & c[0];
	assign w8 = c[3] & !c[2] & !c[1] & !c[0];
	assign w9 = c[3] & !c[2] & !c[1] & c[0];
	assign w10 = c[3] & !c[2] & c[1] & !c[0];
	assign w11 = c[3] & !c[2] & c[1] & c[0];
	assign w12 = c[3] & c[2] & !c[1] & !c[0];
	assign w13 = c[3] & c[2] & !c[1] & c[0];
	assign w14 = c[3] & c[2] & c[1] & !c[0];
	assign w15 = c[3] & c[2] & c[1] & c[0];
	assign display[0] =  (w1 | w4 | w11 | w13);
	assign display[1] =  (w5 | w6 | w11 | w12 | w14 | w15);
	assign display[2] =  (w2 | w12 | w14 | w15);
	assign display[3] =  (w1 | w4 | w7 | w10 | w15);
	assign display[4] =  (w1 | w3 | w4 | w5 | w7 | w9);
	assign display[5] =  (w1 | w2 | w3 | w7 | w13);
	assign display[6] =  (w0 | w1 | w7| w12);
endmodule
==> flow/run.sh <==
#!/bin/bash
# OpenROAD 26Q1-2900-gdf79404cd8, Yosys 0.63+post, stock flow scripts
make -C /OpenROAD-flow-scripts/flow DESIGN_CONFIG=/design/flow/config.mk WORK_HOME=/design/flow/orfs finish
==> flow/config.mk <==
export PLATFORM = sky130hd
export DESIGN_NAME = hex_decoder
export DESIGN_NICKNAME = hex_decoder
export VERILOG_FILES = /design/flow/design.v
export SDC_FILE = /design/flow/constraint.sdc
export NUM_CORES = 4
export LEC_CHECK = 1
export CORE_AREA = 10 10 70 70
export DIE_AREA = 0 0 80 80
export SYNTH_HDL_FRONTEND = slang
==> flow/constraint.sdc <==
current_design hex_decoder

set clk_period 2.4
set clk_io_pct 0.2

create_clock -name clk0 -period $clk_period

set non_clock_inputs [all_inputs -no_clocks]
set_input_delay [expr $clk_period * $clk_io_pct] -clock clk0 $non_clock_inputs
set_output_delay [expr $clk_period * $clk_io_pct] -clock clk0 [all_outputs]
==> flow_metrics.py <==
# Flow results
metrics = {
    "status": {
        "outcome": "complete, no violations",
    },
    "final_timing": {
        "tightestPinTransition_ns": 0.228,
        "layout_setup_ws_ns": 0.0805,
        "relSlewSlack_pct": 84.8,
        "finalHoldViolations": 0,
        "fin_crit_ns": 2.32,
        "fin_crit_sh_pct": 96.6,
        "maxSlewViolCount": 0,
        "rsz0062_at_grt": "false",
        "setup_violations": 0,
        "hold_ws_ns": 1.60,
        "fmax_ghz": 0.431,
    },
    "job": {
        "max_cap_violations": 0,
        "openroad.warnings": 32,
    },
    "floorplan": {
        "core_area_um2": 3420,
        "initCoreUtil_pct": 5.82,
        "die_h_um": 80,
        "chipArea_um2": 6400,
        "die_x_um": 80,
        "io_pins": 11,
        "num_rows": 21,
    },
    "placement": {
        "portBuffers": 11,
        "routabilityCongestion": 0.708,
        "place_hpwl_um": 669,
        "dp_worst_setup_slack_ns": -0.207,
    },
    "yosys": {
        "synth_cell_types": 20,
        "area_leaders": "o21ai_0 (10%), nand2_1 (9.4%), buf_2 (7.5%)",
        "synthCells": 34,
        "synthesis.area_um2": 199,
        "top_area_cell": "o21ai_0",
        "yosysWarningCount": 0,
        "avgSynthCellArea_um2": 5.85,
        "yosysCellCount": 34,
        "synth_top_area_share_pct": 10.1,
        "yosys_area_um2": 199,
        "ys_seq_share_pct": 0,
    },
    "critical_path": {
        "critPathArrivalTime_ns": 1.84,
        "path_class": "in2out",
        "worst_setup_path_end_kind": "output port",
        "crit_path_start_kind": "input port",
        "worstPathRequired_ns": 1.92,
        "path_max_fanout": 8,
    },
    "global_route": {
        "grt_pass1_vias": 205,
        "grt_pass1_wl_um": 1050,
        "track_usage_pct": 1.99,
        "antenna_found_initial": 0,
        "gr-total-overflow": 0,
        "grt_max_degree": 11,
    },
    "cells_and_area": {
        "final_util_pct": 11.6,
        "syn2layout_area_growth_pct": 99.4,
        "nClkBuffers": 0,
        "regArea_um2": 0,
        "ff_count": 0,
        "final_cell_mix": "clkdlybuf4s50_1 (6), buf_4 (6), nand2_1 (5)",
        "drive_gt1_share_pct": 18.8,
        "fill_cells": 410,
    },
    "clock_tree": {
        "post-cts-setup-buffers": 0,
        "postCtsHoldBufs": 0,
    },
    "detailed_routing": {
        "firstDrtPassIters": 3,
        "vias": 270,
        "via_per_inst": 2.87,
        "post_drt_wl_per_cell_um": 7.88,
        "diodes": 0,
        "ant_nets": 0,
        "drtIter0Drc": 8,
        "routed_wl_um": 741,
        "drc": 0,
    },
    "pwr": {
        "p_leak_nw": 0.147,
        "powerDensity_nw_per_um2": 158,
        "power.total_w": 0.0000628,
        "max-vdd-ir-drop_mv": 0.0433,
    },
    "min_path": {
        "hold_class": "in2out",
    },
}
==> critical path, stage by stage <==
cell	delay (ns)
dlygate4sd2_1	0.32
buf_4	0.16
nor2_1	0.05
o21a_1	0.16
o22ai_1	0.15
clkdlybuf4s50_1	0.51
==> final timing paths <==
path / from / end / slack (ns) / cells after the start
setup / recovery: c[1] / display[5] / 0.08 / 6
hold / removal: c[2] / display[4] / 1.60 / 3
==> per-stage QoR <==
stage / instances / cell area (um^2) / TNS (ns)
2_1_floorplan: 34 / 199 / 0
3_3_place_gp: 94 / 393 / -0.906
3_5_place_dp: 94 / 393 / -0.983
4_1_cts: 94 / 395 / 0
5_1_grt: 94 / 397 / 0
6_report: 94 / 397 / 0
==> kinds of logic after synthesis <==
family	Yosys count	share of synthesized area [%]
and+or+nand+nor	16	40.9
AOI/OAI and AO/OA	11	34.0
buffers and inverters	5	15.1
xor gates and xnor gates	1	4.40
muxes	1	5.66
==> cells in the mapped netlist <==
library cell  number
o21ai_0            4
buf_6              1
a22oi_1            1
nand3_1            1
buf_2              3
a31oi_1            2
nand2_1            5
nor3_1             1
nor2_1             3
xnor2_1            1
o21a_1             1
a211oi_1           1
and2b_1            2
nand2b_1           1
o22ai_1            2
nor2b_1            1
mux2_2             1
inv_1              1
or3_1              1
nor3b_1            1
==> area by class of cell <==
class,instances,area (um^2),area share (%)
multi-input cells,29,174,43.8
inverters,1,3.75,0.946
well taps,46,57.6,14.5
repair buffers,18,161,40.7
==> layer usage <==
| metal | up-vias | GRT usage (%) | part of all wire (%) |
|---|---|---|---|
| met5 | - | 0 | 0 |
| met4 | 0 | 0 | 0 |
| met3 | 0 | 0.227 | 2.8 |
| met2 | 8 | 2.57 | 35 |
| met1 | 112 | 3.43 | 62 |
| li1 | 150 | - | - |
==> where the power goes <==
part / internal [W] / switching, W / leakage (nW) / total [W]
logic: 0.0000381 / 0.0000247 / 0.147 / 0.0000628
registers: 0 / 0 / 0 / 0
clock network: 0 / 0 / 0 / 0
==> timing repair <==
| item | 4_1_cts | 5_1_grt |
|---|---|---|
| pin swaps | 1 | 0 |
| endpoints found under the setup margin | 7 | 1 |
| resized | 7 | 1 |
Power and IR drop assume default switching activity.
