### flow/config.mk
export PLATFORM = sky130hd
export DESIGN_NAME = part3
export DESIGN_NICKNAME = part3
export VERILOG_FILES = /design/flow/design.v
export SDC_FILE = /design/flow/constraint.sdc
export NUM_CORES = 4
export LEC_CHECK = 1
export CORE_AREA = 10 10 87 87
export DIE_AREA = 0 0 97 97
export SYNTH_HDL_FRONTEND = slang
### flow/constraint.sdc
current_design part3

set clk_period 4.9
set clk_io_pct 0.2

create_clock -name clk0 -period $clk_period [get_ports {ClockIn}]

set non_clock_inputs [all_inputs -no_clocks]
set_input_delay [expr $clk_period * $clk_io_pct] -clock clk0 $non_clock_inputs
set_output_delay [expr $clk_period * $clk_io_pct] -clock clk0 [all_outputs]
### flow/design.v
module part3(ClockIn, Resetn, Start, Letter, DotDashOut, NewBitOut);
  input ClockIn, Resetn, Start;  
  input [2:0] Letter;  
  output DotDashOut, NewBitOut;
  wire [11:0] morseIn;  
  mux8to1 m0(morseIn, Letter);
  rateDivider r0(Start, ClockIn, Resetn, NewBitOut);  
  shift s0(Start, Resetn, NewBitOut, ClockIn, morseIn, DotDashOut); 
 endmodule
module mux8to1(morseOut, sel);
	input [2:0] sel;
   output reg [11:0] morseOut;
    always @(*)
    	begin 
    		case(sel[2:0])
				3'b000: morseOut <= 12'b101110000000;
				3'b001: morseOut <= 12'b111010101000;
				3'b010: morseOut <= 12'b111010111010;
				3'b011: morseOut <= 12'b111010100000;
				3'b100: morseOut <= 12'b100000000000;
				3'b101: morseOut <= 12'b101011101000;
				3'b110: morseOut <= 12'b111011101000;
				3'b111: morseOut <= 12'b101010100000;
    	   endcase
		end
endmodule
module rateDivider(start, clock, reset, enable);
		input clock, reset, start;
		output enable;
		reg [7:0] q;
		always@(posedge clock)
			begin
			 if(reset == 0 | start == 1)
					q <= 249;
			 else if(q == 0)
					q <= 249;
			 else
					q <= q - 1;
			 end
		assign enable = (q == 8'b0) ? 1 : 0;	
endmodule
module shift(Start, reset, enable, clock, morse, out);
	input Start, reset, clock, enable;
	input [11:0] morse;
	reg [11:0] q;
	output out;
	always @(posedge clock)
	begin
		if (reset == 0)
			begin
			q <= 249;
			end
		else if (Start == 1)
			begin
			q <= morse;	
			end
		else if (enable == 1)	
			begin
				q[11] <= q[10];
				q[10] <= q[9];
				q[9] <= q[8];
				q[8] <= q[7];
				q[7] <= q[6];
				q[6] <= q[5];
				q[5] <= q[4];
				q[4] <= q[3];
				q[3] <= q[2];
				q[2] <= q[1];
				q[1] <= q[0];
				q[0] <= 1'b0;
			end
	end
	assign out = q[11];
endmodule
### flow/run.sh
#!/bin/bash
# OpenROAD 26Q1-2900-gdf79404cd8, Yosys 0.63+post, stock flow scripts
make -C /OpenROAD-flow-scripts/flow DESIGN_CONFIG=/design/flow/config.mk WORK_HOME=/design/flow/orfs finish
==> ci_impl_report.md <==
## Implementation flow summary

| Metric | Value |
|---|---|
| Total GRT Usage | 0.0455 |
| Sink of the worst hold path | r0.q[0] |
| CP max FO | 12 |
| Syn Area/Cell | 8.97 sq um |
| Total core area | 5640 sq um |
| Leakage | between 0.0004 and 0.0005 uW |
| Global-route wire length before repair | between 3000 and 4000 microns |
| Synth-to-Final Area Change | 19.7% |
| Final Cycle Share | 0.647 |
| Final hold slack | 0.447 ns |
| R2R Setup Slk | 2.96 ns |
| Yosys cell count | 115 |
| Wire per inst | between 10 and 15 microns |
| Final setup viols | 0 |
| Fmax | 0.316 GHz |
| Vias in the first global route | 796 |
| Crit-path slowest cell | or3b_2 |
| CTS sink cnt | 20 |
| Chip area | 9410 sq um |
| CTS max path bufs | 2 |
| Setup TNS | 0 ns |
| Root Driver | clkbuf_8 |
| Fillers | 604 |
| Final GP Congestion | around 0.82 |
| Initial DRC count | 76 |
| Synth warn | 0 |
| Boundary Pins | 8 |
| Post-synth EDFFs | 0 |
| Post-synthesis cell area | 1030 sq um |
| VDD IR max | 248 uV |
| Reg2reg path depth | 5 |
| DRT Pass-1 Iters | 2 |
| DPL Wire Length | 1480 microns |
| Commonest Layout Cell | dfxtp_1 |
| OpenROAD warning count | 28 |
| Met1 WL | 1200 microns |
| Worst r2r dst | s0.q[6] |
| Ys flops | 20 |
| TritonCTS clock tree | built |
| Max-slew headroom | 0.412 |
| Worst Path Arrival | about 2.2 ns |
| CP peak stage delay | 0.60 ns |
| Final Slew Violations | 0 |
| CP startpoint kind | flop |
| Initial antenna violation count | 0 |
| Synth Seq Share | 0.388 |
| WP data required | 3.92 ns |
| Share of layout cells above drive strength 1 | 0.0661 |
| Max-Cap Viols | 0 |
| TritonCTS buffer count | 3 |
| Fin crit period | 3.17 ns |
| WL met2 | 859 microns |
| R2R Path Start | r0.q[0] |
| Port bufs | 7 |
| Clk ins delay skew pair | 0.26 ns |
| Dominant logic cell types in the final layout | dfxtp_1 (20), o21ai_0 (9), nand2_1 (9) |
| Distinct lib cells used | 33 |
| RSZ-0062 raised after global routing | false |
| Pwr per Cell Area | 304 nW/um^2 |
| Gate Count Post-Synth | 115 |
| Diodes inserted | 0 |
| DR vias/cell | ~4.3 |
| Reg clk slew, reported paths | ~0.07 ns |
| Hold path depth | 1 |
| Kind of critical path | reg2out |
| Least-Margin Pin Slew | ~0.88 ns |
| Placed insts | 189 |
| Hold path startpoint | r0.q[0] |
| Die width | slightly below 100 microns |
| Final core utilization | 0.219 |
| Post-CTS sizing | 0 |
| Async set or reset register ratio after synthesis | 0 |
| Yosys chip area | 1030 sq um |
| Gr ovfl total | 0 |
| Hold Fails Final Rpt | 0 |
| Die H | approximately 97 microns |
| H-tree depth | 1 |
| Hold Path Class | reg2reg |
| Placed cell areas | 1160 sq um |
| Finished Cell Area | approximately 1200 sq um |
| Pin count of the biggest net entering global routing | 14 |
| Crit-path cells | inv_1 > ha_1 > or3b_2 > nor2_1 > clkdlybuf4s50_1 |
| Drt total wl | 2150 microns |
| Hold-fix buffers, CTS | 0 |
| Row cnt | 27 |
| Final cell count without fillers | 193 |
| Post-CTS Repair Setup Buffers | 0 |
| Routed wl met3 | 75 microns |
| Ys flop type | dfxtp_1 |
| Result of the run | complete, no violations |
| DRC Markers | 0 |
| Crit. End Element | output port |
| DR top layer | met4 |
| ANT nets after route | 0 |
| Routed via count | between 800 and 900 |
| Worst clock skew | approximately 0.0086 ns |
| FP Util | 0.183 |
final cells by class:
type | count | area [sq um] | share of cell area
multi-input combinational | 83 | 576 | 0.467
sequential | 20 | 400 | 0.325
tap | 72 | 90.1 | 0.0730
timing repair buffer | 7 | 70.1 | 0.0568
clock buffer | 3 | 41.3 | 0.0335
clock inverter | 1 | 30.0 | 0.0243
inverter | 7 | 26.3 | 0.0213
cells in the mapped netlist, drive strengths merged (2+ instances only):
library cell   n  area share
and3b          2       0.017
mux2i          4       0.039
nor2           6       0.022
dfxtp         20        0.39
a221o          2       0.019
a21oi          5       0.028
a211oi         2       0.015
o211ai         8       0.058
nor2b          4       0.024
clkbuf         2      0.0073
nand2          9       0.033
a31oi          2       0.012
nor3           6       0.029
buf            3       0.021
xnor2          2       0.017
nor4           2       0.041
ha             5       0.061
nand3          4       0.019
o21ai          9       0.044
nand2b         2       0.012
inv            6       0.022
sequential cells by signal, summed over array words and instances (netlist names):
name  count
s0.q     12
r0.q      8
worst max-delay path: cells and delay by family, from the launching register on:
| kind | cells | cell delay, ns |
|---|---|---|
| buf+inv | 2 | 0.59 |
| flops | 1 | 0.35 |
| simple gates | 2 | 0.82 |
| fa+ha+maj | 1 | 0.18 |
cell families after synthesis:
group / synth area share
adder cells (fa/ha/maj): 0.0607
AND/OR/NAND/NOR: 0.235
multiplexers: 0.0388
flip-flops: 0.388
AND-OR/OR-AND: 0.206
XOR/XNOR: 0.0170
buffers and inverters: 0.0534
through the flow:
stage               setup slack, ns  power, uW
floorplan                      2.61        203
global placement               2.02        215
detailed placement             2.01        215
CTS                            1.71        380
global route                   1.59        393
finish                         1.73        374
routing by layer:
metal  vias up  track usage
met2         8       0.0629
met3         2       0.0129
met5         -            0
met4         0      0.00676
li1        431            -
met1       384       0.0688
report_power, final:
| part | switching [uW] | internal, uW | leakage (uW) |
|---|---|---|---|
| Sequential | 5.34 | 170 | 0.000165 |
| Clock | 54.3 | 109 | 0.0000357 |
| Combinational | 18.5 | 16.9 | 0.000230 |
| Total | 78.2 | 296 | 0.000430 |
worst max path at each step:
| stage | to | startpoint | cells past startpoint |
|---|---|---|---|
| finish | NewBitOut | r0.q[0] | 5 |
| CTS | NewBitOut | r0.q[0] | 5 |
| global route | NewBitOut | r0.q[0] | 5 |
No activity file was given, so power comes from the tool's default toggle rates.
