--- /design/flow/run.sh ---
#!/bin/bash
# OpenROAD 26Q1-2900-gdf79404cd8, Yosys 0.63+post, stock flow scripts
make -C /OpenROAD-flow-scripts/flow DESIGN_CONFIG=/design/flow/config.mk WORK_HOME=/design/flow/orfs finish
--- /design/flow/design.v ---
module part1(Clock, Enable, Clear_b, CounterValue);
		input Clock, Enable, Clear_b;
		output [7:0] CounterValue;
		wire [7:0] c1, c2;
		t_ff f1(Clock, Clear_b, Enable, c1[0]);
		andGate a1(c2[0], Enable, c1[0]);
		t_ff f2(Clock, Clear_b, c2[0], c1[1]);
		andGate a2(c2[1], c2[0], c1[1]);
		t_ff f3(Clock, Clear_b, c2[1], c1[2]);
		andGate a3(c2[2], c2[1], c1[2]);
		t_ff f4(Clock, Clear_b, c2[2], c1[3]);
		andGate a4(c2[3], c2[2], c1[3]);
		t_ff f5(Clock, Clear_b, c2[3], c1[4]);
		andGate a5(c2[4], c2[3], c1[4]);
		t_ff f6(Clock, Clear_b, c2[4], c1[5]);
		andGate a6(c2[5], c2[4], c1[5]);
		t_ff f7(Clock, Clear_b, c2[5], c1[6]);
		andGate a7(c2[6], c2[5], c1[6]);
		t_ff f8(Clock, Clear_b, c2[6], c1[7]);
		assign CounterValue = c1[7:0];
endmodule
module t_ff(clock, resetn, t, q);   
		input clock, resetn, t;
		output reg q;
		always@(posedge clock)
			begin
				if(!resetn)
					q <= 0;
				else
					if(t)
						q <= !q;
					else
						q <= q;
			end
endmodule
module andGate(y, a, b);
		input a, b;
		output y;
		assign y = a & b;
endmodule 
--- /design/flow/config.mk ---
export PLATFORM = sky130hd
export DESIGN_NAME = part1
export DESIGN_NICKNAME = part1
export VERILOG_FILES = /design/flow/design.v
export SDC_FILE = /design/flow/constraint.sdc
export NUM_CORES = 4
export LEC_CHECK = 1
export CORE_AREA = 10 10 70 70
export DIE_AREA = 0 0 80 80
export SYNTH_HDL_FRONTEND = slang
--- /design/flow/constraint.sdc ---
current_design part1

set clk_period 2.5
set clk_io_pct 0.2

create_clock -name clk0 -period $clk_period [get_ports {Clock}]

set non_clock_inputs [all_inputs -no_clocks]
set_input_delay [expr $clk_period * $clk_io_pct] -clock clk0 $non_clock_inputs
set_output_delay [expr $clk_period * $clk_io_pct] -clock clk0 [all_outputs]
==> out/summary.txt <==
Setup Skew -> 2.01 ps
Crit path arrival time -> 1200 ps
CTS tree -> yes
Compound Share, Synth -> 12.4%
MI comb area -> 180 µm²
first-pass GRT wire length -> 1.38 mm
Crit. End Element -> output pin
Avg WL per Cell -> 8.35 µm
Clock Pin Slew Worst Setup and Hold Paths -> 50 ps
comb area leader -> simple AND/OR/NAND/NOR gates
Required @ worst endpoint -> 2000 ps
CP cell instances -> clkdlybuf4s50_1
via count -> 298
Critical Path End -> CounterValue[0]
reg2reg setup slack -> 1280 ps
worst min path class -> register to register
TritonCTS Buffers -> 3
cts hold-fix bufs -> 0
GRT Total Usage -> 2.71%
R2R depth -> 3
post-route antenna net violation count -> 0
syn_area_per_cell -> 9.40 µm²
clock root cell -> clkbuf_4
Detailed Place HPWL -> 646 µm
adder-cell area share of the yosys netlist -> 0%
I/O Buffers -> 10
Remaining DRCs -> 0
total grt overflow -> 0
Synth Area in Simple Gates -> 23.5%
via/cell ratio -> 3.17
met3 WL -> 49 µm
Rel. slew slack -> 84.4%
largest net degree at the start of global routing -> 10
first drt pass iteration count -> 3
Max FO, Critical Path -> 5
Chip Area, Yosys -> 404 µm²
uppermost layer routed -> met3
outcome -> complete, no violations
die area -> 6400 µm²
final worst slack -> 798 ps
MaxCap Viol Count -> 0
VDD IR-drop max -> 297 µV
Area growth, synth to finish -> 29.7%
Hold Crit Depth -> 2
vias in the first global route -> 285
count of tool warnings -> 25
mapped cell area -> 404 µm²
Worst R2R End -> f8.q
Crit path largest cell delay -> 510 ps
layout cell share with drive strength beyond 1 -> 8.33%
initial drt markers -> 5
Critical path origin -> f1.q
Resize count post-CTS -> 0
Crit. path cell count -> 1
Longest Clk Path Bufs -> 2
met2 WL post-DR -> 347 µm
# IOs -> 11
Layout Utilization -> 15.3%
leak pwr -> 0.165 nW
clock sinks -> 8
Synth Seq Share -> 39.6%
GPL Wtd Cong -> 0.681
Final Max Tran Viols -> 0
xor/xnor cell area share of the yosys netlist -> 8.67%
diode count -> 0
Core Area -> 3420 µm²
WP buf/inv -> 1
CP Class -> register to output pin
# fillers -> 407
FMAX -> 0.587 GHz
Syn Inst Count -> 43
Final period util -> 68.1%
Yosys reg bits -> 8
setup tns final -> 0 ps
CP Launch Type -> register
Crit path max-delay family -> buffers and inverters
post-synthesis cell count from yosys -> 43
worst slack, placed -> 642 ps
RSZ-0062 raised after global routing -> false
Critical-path top delay cell -> clkdlybuf4s50_1
final wirelength -> 785 µm
worst slew pin tran -> 234 ps
Power, Total -> 0.000250 W
clock latency at the later pin of the worst-skew pair -> 240 ps
area fraction in mux cells -> 0%
FF/Latch Area -> 160 µm²
wire length on met1 -> 388 µm
die x size -> 80 µm
number of antenna violations at the first check in global routing -> 0
Post-CTS Setup Bufs -> 0
P per Cell Area -> 476 nW/µm²
standard-cell rows -> 21
post-synthesis cell type count -> 14
Reg-to-Reg Start -> f1.q
fp util -> 11.8%
Die Span Y -> 80 µm
Yosys Warn Count -> 0
H-tree depth -> 1
Final setup viols -> 0
min Tclk post-route -> 1700 ps
final hold violations -> 0
==> worst min path at each step <==
| stage | start | endpoint | slack, ps |
|---|---|---|---|
| 4_1_cts | f8.q | f8.q | 510 |
| 5_1_grt | f8.q | f8.q | 540 |
| 6_report | f8.q | f8.q | 510 |
==> cell usage in the layout (no fill, tap or decap) <==
master / Yosys / routed
nand3_1: 2 / 2
dfxtp_1: 8 / 8
a21boi_0: 1 / 1
xnor2_1: 3 / 3
a21boi_1: 3 / 3
nand4_4: 1 / 1
inv_1: 1 / 1
nand4_1: 1 / 1
nand2_1: 2 / 2
xor2_1: 1 / 1
or3_1: 4 / 4
clkdlybuf4s50_1: 0 / 10
clkbuf_4: 0 / 3
o21ai_0: 4 / 4
and2_1: 4 / 4
==> synthesized netlist by cell type <==
master	count	area, µm²
nand4_1	1	6.26
and2_1	4	25.0
nand3_1	2	10.0
a21boi_1	3	22.5
xor2_1	1	8.76
buf_4	8	60.1
xnor2_1	3	26.3
o21ai_0	4	20.0
nand2_1	2	7.51
or3_1	4	25.0
a21boi_0	1	7.51
dfxtp_1	8	160
inv_1	1	3.75
nand4_4	1	21.3
==> final cells by class <==
class	count	area share, %
Tap cell	46	11.0
Multi-Input combinational cell	26	34.4
Inverter	1	0.716
Timing Repair Buffer	10	19.1
Sequential cell	8	30.5
Clock buffer	3	4.30
==> per-stage QoR <==
stage          instance area [µm²]  hold WS (ps)  cells
2_1_floorplan                  404           457     43
3_3_place_gp                   502           473     91
3_5_place_dp                   502           489     91
4_1_cts                        524           509     94
5_1_grt                        524           541     94
6_report                       524           506     94
==> cells by family (layout without fill, tap and decap cells) <==
| kind of cell | count (synthesis) | in the layout |
|---|---|---|
| simple gates | 14 | 14 |
| flops | 8 | 8 |
| buf+inv | 9 | 14 |
| compound gates | 8 | 8 |
| xor+xnor | 4 | 4 |
==> power breakdown <==
group,total (W),switching [W],internal [W]
combinational,0.0000188,0.00000535,0.0000134
clock,0.0000940,0.0000394,0.0000546
sequential,0.000137,0.00000577,0.000131
==> routing by layer <==
layer / up-vias / GRT usage (%)
li1: 152 / -
met1: 138 / 3.40
met2: 8 / 3.85
met3: 0 / 1.82
met4: 0 / 0.352
met5: - / 0
==> flip-flops by register name, indices dropped and copies added, names as in the netlist <==
| signal | cells |
|---|---|
| f7.q | 1 |
| f6.q | 1 |
| f8.q | 1 |
| f1.q | 1 |
| f2.q | 1 |
| f5.q | 1 |
| f4.q | 1 |
| f3.q | 1 |
No activity file was given, so power comes from the tool's default toggle rates.
